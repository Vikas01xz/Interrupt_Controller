==> flow/design.v <==
module INTR_CNTRL (
        input   wire            clk_in,      
        input   wire            rst_in,      
        input   wire    [7:0]   intr_rq,     
        inout   wire    [7:0]   intr_bus,    
        input   wire            intr_in,     
        output  wire            intr_out,    
        output  wire            bus_oe       
    );
    localparam  [3:0]   S_Reset                 = 4'b0000,   
                        S_GetCommands           = 4'b0001,   
                        S_JumpIntMethod         = 4'b0010,   
                        S_StartPolling          = 4'b0011,   
                        S_TxIntInfoPolling      = 4'b0100,   
                        S_AckTxInfoRxPolling    = 4'b0101,   
                        S_AckISRDonePolling     = 4'b0110,   
                        S_StartPriority         = 4'b0111,   
                        S_TxIntInfoPriority     = 4'b1000,   
                        S_AckTxInfoRxPriority   = 4'b1001,   
                        S_AckISRDonePriority    = 4'b1010,   
                        S_Reserved1             = 4'b1011,   
                        S_Reserved2             = 4'b1100,   
                        S_Reserved3             = 4'b1101,   
                        S_Reserved4             = 4'b1110,   
                        S_Reserved5             = 4'b1111;   
    reg     [3:0]   state_reg, state_next;           
    reg     [1:0]   cmdMode_reg, cmdMode_next;       
    reg     [1:0]   cmdCycle_reg, cmdCycle_next;     
    reg     [2:0]   intrIndex_reg, intrIndex_next;   
    reg     [2:0]   intrPtr_reg, intrPtr_next;       
    reg     [2:0]   prior_table_next [0:7]; 
    reg     [2:0]   prior_table_reg [0:7];
    reg             oe_reg, oe_next;                 
    reg     [7:0]   intrBus_reg, intrBus_next;       
    reg             intrOut_reg, intrOut_next;       
    integer         i;
    always @ (posedge clk_in or posedge rst_in) begin
        if (rst_in) begin
            state_reg           <=  S_Reset;
            cmdMode_reg         <=  2'b00;
            cmdCycle_reg        <=  2'b00;
            oe_reg              <=  1'b0;
            intrBus_reg         <=  8'bzzzzzzzz;
            intrOut_reg         <=  1'b0;
            intrIndex_reg       <=  3'b000;
            intrPtr_reg         <=  3'b000;
            for (i = 0; i < 8; i = i + 1) begin
                prior_table_reg[i]  <=  3'b000;
            end
        end
        else begin
            state_reg           <=  state_next;
            cmdMode_reg         <=  cmdMode_next;
            cmdCycle_reg        <=  cmdCycle_next;
            intrBus_reg         <=  intrBus_next;
            intrOut_reg         <=  intrOut_next;
            oe_reg              <=  oe_next;
            intrIndex_reg       <=  intrIndex_next;
            intrPtr_reg         <=  intrPtr_next;
            for (i = 0; i < 8; i = i + 1) begin
                prior_table_reg[i]  <=  prior_table_next[i];
            end
        end
    end
    always @(*) begin
        state_next          =   state_reg;
        cmdMode_next        =   cmdMode_reg;
        cmdCycle_next       =   cmdCycle_reg;
        oe_next             =   oe_reg;
        intrOut_next        =   intrOut_reg;
        intrBus_next        =   intrBus_reg;
        intrIndex_next      =   intrIndex_reg;
        intrPtr_next        =   intrPtr_reg;
        for (i = 0; i < 8; i = i + 1) begin
            prior_table_next[i] =   prior_table_reg[i];
        end
        case (state_reg)
            S_Reset: begin  
                cmdMode_next        =   2'b00;
                cmdCycle_next       =   2'b00;
                intrIndex_next      =   3'b000;
                intrPtr_next        =   3'b000;
                for (i = 0; i < 8; i = i + 1) begin
                    prior_table_next[i] =   3'b000;
                end
                oe_next             =   1'b0;
                state_next  =   S_GetCommands;           
            end
            S_GetCommands: begin  
                oe_next =   1'b0;
                case (intr_bus[1:0])
                    2'b01: begin                                                 
                        cmdMode_next    =   2'b01;                               
                        state_next      =   S_JumpIntMethod;                     
                    end
                    2'b10: begin                                                 
                        case (cmdCycle_reg)
                            2'b00: begin
                                prior_table_next[0] =   intr_bus[7:5];           
                                prior_table_next[1] =   intr_bus[4:2];           
                                state_next          =   S_GetCommands;
                                cmdCycle_next       =   cmdCycle_reg + 1'b1;
                            end
                            2'b01: begin
                                prior_table_next[2] =   intr_bus[7:5];           
                                prior_table_next[3] =   intr_bus[4:2];           
                                state_next          =   S_GetCommands;
                                cmdCycle_next       =   cmdCycle_reg + 1'b1;
                            end
                            2'b10: begin
                                prior_table_next[4] =   intr_bus[7:5];           
                                prior_table_next[5] =   intr_bus[4:2];           
                                state_next          =   S_GetCommands;
                                cmdCycle_next       =   cmdCycle_reg + 1'b1;
                            end
                            2'b11: begin
                                prior_table_next[6] =   intr_bus[7:5];           
                                prior_table_next[7] =   intr_bus[4:2];           
                                state_next          =   S_JumpIntMethod;         
                                cmdCycle_next       =   cmdCycle_reg + 1'b1;
                                cmdMode_next        =   2'b10;                   
                            end
                            default: begin
                                state_next      =   S_GetCommands;               
                                cmdCycle_next   =   2'b00;                       
                                cmdMode_next    =   2'b00;                       
                            end
                        endcase
                    end
                    default: begin                                               
                        state_next  =   S_GetCommands;
                    end
                endcase
            end
            S_JumpIntMethod: begin  
                intrIndex_next  =   3'b000;
                intrPtr_next    =   3'b000;
                case (cmdMode_reg)
                    2'b01: begin                             
                        state_next  =   S_StartPolling;
                    end
                    2'b10: begin                             
                        state_next  =   S_StartPriority;
                    end
                    default: begin                           
                        state_next  =   S_Reset;
                    end
                endcase
                oe_next         =   1'b0;                    
            end
            S_StartPolling: begin  
                if (intr_rq[intrIndex_reg]) begin            
                    intrOut_next    =   1'b1;                
                    state_next      =   S_TxIntInfoPolling;  
                end
                else begin                                   
                    intrOut_next    =   1'b0;                
                    intrIndex_next  =   intrIndex_reg + 1;   
                end
                oe_next         =   1'b0;                    
            end
            S_TxIntInfoPolling: begin  
                if (~intr_in) begin                                  
                    intrOut_next    =   1'b0;                        
                    intrBus_next    =   {5'b01011, intrIndex_reg};   
                    oe_next         =   1'b1;                        
                    state_next      =   S_AckTxInfoRxPolling;        
                end                                                  
                else
                    state_next      =   S_TxIntInfoPolling;
            end
            S_AckTxInfoRxPolling: begin  
                if (~intr_in) begin                                  
                    oe_next         =   1'b0;                        
                    state_next      =   S_AckISRDonePolling;         
                end                                                  
            end
            S_AckISRDonePolling: begin  
                if ((~intr_in) && (intr_bus[7:3] == 5'b10100) && (intr_bus[2:0] == intrIndex_reg)) begin
                    state_next  =   S_StartPolling;
                end
                else if ((~intr_in) && (intr_bus[7:3] != 5'b10100) && (intr_bus[2:0] != intrIndex_reg)) begin
                    state_next  =   S_Reset;
                end
                else begin
                    state_next  =   S_AckISRDonePolling;             
                end
            end
            S_StartPriority: begin  
                if (intr_rq[prior_table_reg[0]]) begin               
                    intrPtr_next    =   prior_table_reg[0];          
                    intrOut_next    =   1'b1;                        
                    state_next      =   S_TxIntInfoPriority;         
                end
                else if (intr_rq[prior_table_reg[1]]) begin          
                    intrPtr_next    =   prior_table_reg[1];          
                    intrOut_next    =   1'b1;
                    state_next      =   S_TxIntInfoPriority;
                end
                else if (intr_rq[prior_table_reg[2]]) begin
                    intrPtr_next    =   prior_table_reg[2];
                    intrOut_next    =   1'b1;
                    state_next      =   S_TxIntInfoPriority;
                end
                else if (intr_rq[prior_table_reg[3]]) begin
                    intrPtr_next    =   prior_table_reg[3];
                    intrOut_next    =   1'b1;
                    state_next      =   S_TxIntInfoPriority;
                end
                else if (intr_rq[prior_table_reg[4]]) begin
                    intrPtr_next    =   prior_table_reg[4];
                    intrOut_next    =   1'b1;
                    state_next      =   S_TxIntInfoPriority;
                end
                else if (intr_rq[prior_table_reg[5]]) begin
                    intrPtr_next    =   prior_table_reg[5];
                    intrOut_next    =   1'b1;
                    state_next      =   S_TxIntInfoPriority;
                end
                else if (intr_rq[prior_table_reg[6]]) begin
                    intrPtr_next    =   prior_table_reg[6];
                    intrOut_next    =   1'b1;
                    state_next      =   S_TxIntInfoPriority;
                end
                else if (intr_rq[prior_table_reg[7]]) begin
                    intrPtr_next    =   prior_table_reg[7];
                    intrOut_next    =   1'b1;
                    state_next      =   S_TxIntInfoPriority;
                end
                else begin                                           
                    state_next  =   S_StartPriority;                 
                end
                oe_next         =   1'b0;                            
            end
            S_TxIntInfoPriority: begin  
                if (~intr_in) begin                                  
                    intrOut_next    =   1'b0;                        
                    intrBus_next    =   {5'b10011, intrPtr_reg};     
                    oe_next         =   1'b1;                        
                    state_next      =   S_AckTxInfoRxPriority;       
                end                                                  
            end
            S_AckTxInfoRxPriority: begin  
                if (~intr_in) begin                                  
                    oe_next         =   1'b0;                        
                    state_next      =   S_AckISRDonePriority;        
                end
            end
            S_AckISRDonePriority: begin  
                if ((~intr_in) && (intr_bus[7:3] == 5'b01100) && (intr_bus[2:0] == intrPtr_reg)) begin
                    state_next  =   S_StartPriority;
                end
                else if ((~intr_in) && (intr_bus[7:3] != 5'b01100) && (intr_bus[2:0] != intrPtr_reg)) begin
                    state_next  =   S_Reset;
                end
                else begin
                    state_next  =   S_AckISRDonePriority;            
                end
            end
            default: begin
                state_next      =   S_Reset;
                oe_next         =   1'b0;
            end
        endcase
    end
    assign intr_out =   intrOut_reg;
    assign intr_bus =   (oe_reg) ? intrBus_reg : 8'bzzzzzzzz;
    assign bus_oe   =   oe_reg;
endmodule  
==> flow/run.sh <==
#!/bin/bash
# OpenROAD 26Q1-2900-gdf79404cd8, Yosys 0.63+post, stock flow scripts
make -C /OpenROAD-flow-scripts/flow DESIGN_CONFIG=/design/flow/config.mk WORK_HOME=/design/flow/orfs finish
==> flow/config.mk <==
export PLATFORM = sky130hd
export DESIGN_NAME = INTR_CNTRL
export DESIGN_NICKNAME = INTR_CNTRL
export VERILOG_FILES = /design/flow/design.v
export SDC_FILE = /design/flow/constraint.sdc
export NUM_CORES = 4
export LEC_CHECK = 1
export CORE_UTILIZATION = 30
==> flow/constraint.sdc <==
current_design INTR_CNTRL

set clk_period 3.1
set clk_io_pct 0.2

create_clock -name clk0 -period $clk_period [get_ports {clk_in}]

set non_clock_inputs [all_inputs -no_clocks]
set_input_delay [expr $clk_period * $clk_io_pct] -clock clk0 $non_clock_inputs
set_output_delay [expr $clk_period * $clk_io_pct] -clock clk0 [all_outputs]
==> run notes <==
Implementation results. After synthesis, the share of flip-flops with an asynchronous set or reset is 1.000. Area of the mapped netlist landed at ~2700 um2. Number of gates resized after CTS landed at 0. In this run the number of H-tree levels came out at 2.

Each instance of the synthesized netlist takes up on average approximately 9.5 um2. Detailed placement finished with a half-perimeter wire length of around 4.8 mm. I/O pin count landed at 21. The root buffer cell chosen for the clock tree is sky130_fd_sc_hd__clkbuf_8.

Fraction of the yosys area taken by sequential cells landed at 0.4166. Count of port buffers added during placement landed at 12. Buffer levels on the longest clock path landed at 2. Per the repair_timing log after CTS, setup buffers inserted total 0.

Register bit total from synthesis landed at ~45. Counting tap cells, the placed design contains a total of slightly below 400 instances. Site row count landed at 34. Die extent in x landed at 96.98 um. Instance count of the mapped netlist landed at 284. The run stopped with a tool error. The post-CTS hold buffer count recorded in the log is 0. At the floorplan stage, the core utilization is reported as 0.3103. Total clock buffers created by CTS landed at 5. Yosys stat chip area landed at about 2700 um2.

The first error in the log reads "[error] [KeplerFormal.cpp:679] Workflow failed: Iso has multiple drivers: .intr_bus1, intr_bus[1]$_DFFE_PP0P_.Q0". RePlAce ended its routability-driven mode at a weighted congestion of approximately 0.87. For this run, the leading register cell type out of synthesis is sky130_fd_sc_hd__dfrtp_1. Synthesis instantiated roughly 46 different standard cells from the library. Count of yosys warnings during synthesis landed at 5. CTS sink count landed at 45. It got as far as 4_1_cts and failed there. Yosys mapped a number of flops with a built-in enable equal to 0. Per the Yosys statistics, synthesis produced about 280 cells. The die is 96.98 um tall.
[stage by stage]
stage	power, mW	hold WS (ns)	instance area (um2)	util	setup slack [ns]
after floorplan	1.240	0.4468	2706	-	1.095
after global placement	1.412	0.4899	2907	0.3333	0.4024
after detailed placement	1.426	0.4884	2907	0.3333	0.3375
[synthesized netlist by cell type (6+ instances only)]
library cell,number,area (um2)
sky130_fd_sc_hd__mux2i_1,13,130.1
sky130_fd_sc_hd__nand2b_1,6,37.54
sky130_fd_sc_hd__dfrtp_1,44,1101
sky130_fd_sc_hd__nor2_1,13,48.80
sky130_fd_sc_hd__ha_1,7,87.58
sky130_fd_sc_hd__inv_1,17,63.81
sky130_fd_sc_hd__o22ai_1,6,37.54
sky130_fd_sc_hd__clkbuf_1,9,33.78
sky130_fd_sc_hd__a22o_1,6,52.55
sky130_fd_sc_hd__mux4_2,7,157.7
sky130_fd_sc_hd__xnor2_1,6,52.55
sky130_fd_sc_hd__nand2_1,52,195.2
sky130_fd_sc_hd__o21ai_0,27,135.1
[cell families after synthesis]
group           after synthesis  synth area share
fa+ha+maj                     7           0.03236
compound gates               83            0.2048
buf+inv                      32           0.05085
xor+xnor                      6           0.01942
flops                        45            0.4166
mux                          26            0.1396
simple gates                 84            0.1350
other cells                   1          0.001386
Power and IR drop assume default switching activity.
